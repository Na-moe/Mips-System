<file path="/design/flow/run.sh">
#!/bin/bash
# OpenROAD 26Q1-2900-gdf79404cd8, Yosys 0.63+post, stock flow scripts
make -C /OpenROAD-flow-scripts/flow DESIGN_CONFIG=/design/flow/config.mk WORK_HOME=/design/flow/orfs finish
</file>
<file path="/design/flow/config.mk">
export PLATFORM = sky130hd
export DESIGN_NAME = EX
export DESIGN_NICKNAME = EX
export VERILOG_FILES = /design/flow/design.v
export SDC_FILE = /design/flow/constraint.sdc
export NUM_CORES = 4
export LEC_CHECK = 1
export CORE_AREA = 10 10 234 234
export DIE_AREA = 0 0 244 244
</file>
<file path="/design/flow/constraint.sdc">
current_design EX

set clk_period 25.9
set clk_io_pct 0.2

create_clock -name clk0 -period $clk_period

set non_clock_inputs [all_inputs -no_clocks]
set_input_delay [expr $clk_period * $clk_io_pct] -clock clk0 $non_clock_inputs
set_output_delay [expr $clk_period * $clk_io_pct] -clock clk0 [all_outputs]
</file>
<file path="/design/flow/design.v">
`timescale 1ns / 1ps
module ALU(
    input [31:0] A,
    input [31:0] B,
	 input [4:0] s,
    input [3:0] ALUOp,
    output [31:0] Out
    );
	 parameter add = 4'h0, sub = 4'h1, ori = 4'h2, anda = 4'h3, xora = 4'h4, nora = 4'h5, sll = 4'h6, srl = 4'h7, sra = 4'h8, slt = 4'h9, sltu = 4'ha;
	 assign Out = (ALUOp==add)?(A+B):
						 (ALUOp==sub)?(A-B):
						 (ALUOp==ori)?(A|B):
						 (ALUOp==anda)?(A&B):
						 (ALUOp==xora)?(A^B):
						 (ALUOp==nora)?(~(A|B)):
						 (ALUOp==sll)?(B<<s):
						 (ALUOp==srl)?(B>>s):
						 (ALUOp==sra)?$signed($signed(B)>>>s):
						 (ALUOp==slt)?($signed(A)<$signed(B)?32'h1:32'h0):
						 (ALUOp==sltu)?(A<B?32'h1:32'h0):32'h0;
endmodule
`timescale 1ns / 1ps
module CTRL_EX(
    input [5:0] op,
	 input [5:0] func,
    output reg [3:0] ALUOp,
    output reg ALUSrc,
	 output reg shifts
    );
	 parameter addu_func = 6'b100001,
				  subu_func = 6'b100011,
				  jr_func = 6'b001000,
				  jalr_func = 6'b001001,
				  movz_func =6'b001010,
				  add_func = 6'b100000,
				  sub_func = 6'b100010,
				  and_func = 6'b100100,
				  or_func = 6'b100101,
				  xor_func = 6'b100110,
				  nor_func = 6'b100111,
				  sll_func = 6'b000000,
				  srl_func = 6'b000010,
				  sra_func = 6'b000011,
				  sllv_func = 6'b000100,
				  srlv_func = 6'b000110,
				  srav_func = 6'b000111,
				  slt_func = 6'b101010,
				  sltu_func = 6'b101011,
				  ori = 6'b001101,
				  lw  = 6'b100011,
				  sw = 6'b101011,
				  beq = 6'b000100,
				  bne = 6'b000101,
				  bgtz = 6'b000111,
				  blez = 6'b000110,
				  lui = 6'b001111,
				  slti = 6'b001010,
				  sltiu = 6'b001011,
				  addi = 6'b001000,
				  addiu = 6'b001001,
				  andi = 6'b001100,
				  xori = 6'b001110,
				  j = 6'b000010,
				  jal = 6'b000011,
				  lb = 6'b100000,
				  lbu = 6'b100100,
				  lh = 6'b100001,
				  lhu = 6'b100101,
				  sb = 6'b101000,
				  sh = 6'b101001;
	 always @(op or func) begin
		if(op==6'b000000) begin
			case(func)
				addu_func:begin
					ALUOp=4'h0;
					ALUSrc=0;
					shifts=0;
				end
				subu_func:begin
					ALUOp=4'h1;
					ALUSrc=0;
					shifts=0;
				end
				add_func:begin
					ALUOp=4'h0;
					ALUSrc=0;
					shifts=0;
				end
				sub_func:begin
					ALUOp=4'h1;
					ALUSrc=0;
					shifts=0;
				end
				and_func:begin
					ALUOp=4'h3;
					ALUSrc=0;
					shifts=0;
				end
				or_func:begin
					ALUOp=4'h2;
					ALUSrc=0;
					shifts=0;
				end
				xor_func:begin
					ALUOp=4'h4;
					ALUSrc=0;
					shifts=0;
				end
				nor_func:begin
					ALUOp=4'h5;
					ALUSrc=0;
					shifts=0;
				end
				sll_func:begin
					ALUOp=4'h6;
					ALUSrc=0;
					shifts=1;
				end
				srl_func:begin
					ALUOp=4'h7;
					ALUSrc=0;
					shifts=1;
				end
				sra_func:begin
					ALUOp=4'h8;
					ALUSrc=0;
					shifts=1;
				end
				sllv_func:begin
					ALUOp=4'h6;
					ALUSrc=0;
					shifts=0;
				end
				srlv_func:begin
					ALUOp=4'h7;
					ALUSrc=0;
					shifts=0;
				end
				srav_func:begin
					ALUOp=4'h8;
					ALUSrc=0;
					shifts=0;
				end
				slt_func:begin
					ALUOp=4'h9;
					ALUSrc=0;
					shifts=0;
				end
				sltu_func:begin
					ALUOp=4'ha;
					ALUSrc=0;
					shifts=0;
				end
				jr_func:begin
					ALUOp=4'h0;
					ALUSrc=0;
					shifts=0;
				end
				jalr_func:begin
					ALUOp=4'h0;
					ALUSrc=0;
					shifts=0;
				end
				movz_func:begin
					ALUOp=4'h3;
					ALUSrc=0;
					shifts=0;
				end
				default:begin
					ALUOp=4'h0;
					ALUSrc=0;
					shifts=0;
				end
			endcase
		end
		else begin
			case(op)
				ori:begin
					ALUOp=4'h2;
					ALUSrc=1;
					shifts=0;
				end
				addi:begin
					ALUOp=4'h0;
					ALUSrc=1;
					shifts=0;
				end
				addiu:begin
					ALUOp=4'h0;
					ALUSrc=1;
					shifts=0;
				end
				andi:begin
					ALUOp=4'h3;
					ALUSrc=1;
					shifts=0;
				end
				xori:begin
					ALUOp=4'h4;
					ALUSrc=1;
					shifts=0;
				end
				slti:begin
					ALUOp=4'h9;
					ALUSrc=1;
					shifts=0;
				end
				sltiu:begin
					ALUOp=4'ha;
					ALUSrc=1;
					shifts=0;
				end
				lw:begin
					ALUOp=4'h0;
					ALUSrc=1;
					shifts=0;
				end
				lb:begin
					ALUOp=4'h0;
					ALUSrc=1;
					shifts=0;
				end
				lbu:begin
					ALUOp=4'h0;
					ALUSrc=1;
					shifts=0;
				end
				lh:begin
					ALUOp=4'h0;
					ALUSrc=1;
					shifts=0;
				end
				lhu:begin
					ALUOp=4'h0;
					ALUSrc=1;
					shifts=0;
				end
				sw:begin
					ALUOp=4'h0;
					ALUSrc=1;
					shifts=0;
				end
				sb:begin
					ALUOp=4'h0;
					ALUSrc=1;
					shifts=0;
				end
				sh:begin
					ALUOp=4'h0;
					ALUSrc=1;
					shifts=0;
				end
				beq:begin
					ALUOp=4'h0;
					ALUSrc=0;
					shifts=0;
				end
				bne:begin
					ALUOp=4'h0;
					ALUSrc=0;
					shifts=0;
				end
				bgtz:begin
					ALUOp=4'h0;
					ALUSrc=0;
					shifts=0;
				end
				blez:begin
					ALUOp=4'h0;
					ALUSrc=0;
					shifts=0;
				end
				lui:begin
					ALUOp=4'h0;
					ALUSrc=1;
					shifts=0;
				end
				j:begin
					ALUOp=4'h0;
					ALUSrc=0;
					shifts=0;
				end
				jal:begin
					ALUOp=4'h0;
					ALUSrc=0;
					shifts=0;
				end
				default:begin
					ALUOp=4'h0;
					ALUSrc=0;
					shifts=0;
				end
			endcase
		end
	 end
endmodule
`timescale 1ns / 1ps
module EX(
	 input [31:0] PC_12,
	 input [31:0] Instr_12,
	 input [31:0] PC4_12,
	 input [31:0] RD1,
	 input [31:0] RD2,
	 input [31:0] imm32,
	 input RegWrite_12,
	 output [31:0] ALU_Out,
	 output [31:0] Instr_2,
	 output [31:0] PC_2,
	 output [31:0] PC4_2,
	 output [31:0] RD2_2,
	 output RegWrite_2
    );
	 wire [31:0] B;
	 wire [3:0] ALUOp;
	 wire ALUSrc;
	 wire [4:0] s;
	 wire shifts;
	 ALU alu(.A(RD1), .B(B), .s(s), .ALUOp(ALUOp), .Out(ALU_Out));
	 MUX_2_32 mux_2_32(.in1(RD2), .in2(imm32), .sel(ALUSrc), .out(B));
	 MUX_2_5 mux_2_5(.in1(RD1[4:0]), .in2(imm32[10:6]), .sel(shifts), .out(s));
	 CTRL_EX ctrl_ex(.op(Instr_12[31:26]), .func(Instr_12[5:0]), .ALUOp(ALUOp), .ALUSrc(ALUSrc), .shifts(shifts));
	 assign PC_2=PC_12;
	 assign Instr_2=Instr_12;
	 assign PC4_2=PC4_12;
	 assign RD2_2=RD2;
	 assign RegWrite_2=RegWrite_12;
endmodule
`timescale 1ns / 1ps
module MUX_2_32(
    input [31:0] in1,
    input [31:0] in2,
    input sel,
    output [31:0] out
    );
	 assign out = (sel==0)?in1:in2;
endmodule
`timescale 1ns / 1ps
module MUX_2_5(
    input [4:0] in1,
    input [4:0] in2,
    input sel,
    output [4:0] out
    );
	 assign out=(sel==1'b0)?in1:in2;
endmodule
</file>
==> impl_metrics.env <==
# yosys + openroad results
export IMPL_syn_to_final_growth_pct=15.4
export IMPL_stdcell_count=2376
export IMPL_gr_usage_all_layers_pct=20.1
export IMPL_warnings=90
export IMPL_ys_area_um2=11200
export IMPL_cell_internal_pwr_w=0.000141
export IMPL_postRouteAntennaNets=0
export IMPL_post_place_ws_ns=9.37
export IMPL_die_y_um=244
export IMPL_io_buffers=184
export IMPL_grt_overflow=0
export IMPL_flop_count=0
export IMPL_detail_route_vias_per_cell=5.74
export IMPL_drtPass1Iterations=6
export IMPL_cp_required_ns=20.72
export IMPL_rsz0062_at_grt="false"
export IMPL_cpMostUsedCell="clkdlybuf4s50_1"
export IMPL_grt_max_degree=60
export IMPL_crit_slowest_cell="o41ai_1"
export IMPL_first_iter_violations=1538
export IMPL_post_route_min_period_ns=16.56
export IMPL_die_area_um2=59500
export IMPL_vias=13634
export IMPL_worst_pin_slew_ns=1.09
export IMPL_max_stage_delay_ns=0.74
export IMPL_place_gp_congestion=1.02
export IMPL_p_comb_share_pct=100.0
export IMPL_hold_violations=0
export IMPL_setup_tns_final_ns=0
export IMPL_wl_per_cell_um=26.3
export IMPL_timing_fmax_mhz=60.4
export IMPL_antenna_found_initial=4
export IMPL_p_leak_nw=5.08
export IMPL_cts_hold_buf=0
export IMPL_power_frac_clock_pct=0
export IMPL_clock_buffers=0
export IMPL_cp_max_fo=17
export IMPL_dpl_cell_count=2374
export IMPL_maxSlewViolCount=0
export IMPL_finalClockPeriodUsage_pct=63.9
export IMPL_grt_pass1_wl_um=89500
export IMPL_p_per_area_nw_per_um2=27.0
export IMPL_path_cells="clkdlybuf4s50_1 > and2b_1 > o21a_2 > nor2_8 > mux2i_1 > ha_1 > inv_1 > a221oi_1 > a21boi_0 > o21ai_1 > a21oi_1 > o22ai_1 > a2111oi_2 > nor2_1 > or4_1 > a31oi_1 > o41ai_1 > clkdlybuf4s50_1"
export IMPL_drv_cap=0
export IMPL_swShare_pct=59.4
export IMPL_pwr_share_seq_pct=0
export IMPL_fin_ws_ns=9.34
export IMPL_ctsResizeCount=0
export IMPL_dp_hpwl_um=49900
export IMPL_avgSynthCellArea_um2=6.55
export IMPL_fp_util_pct=22.4
export IMPL_crit_type="in2out"
export IMPL_ys_seq_share_pct=0
export IMPL_cp_end_kind="output pin"
export IMPL_ys_cells=1703
export IMPL_drc=0
export IMPL_ir_drop_uv=6.63
export IMPL_status="completed"
export IMPL_seqCellArea_um2=0
export IMPL_die_width_um=244
export IMPL_hold_class="in2out"
export IMPL_synth_cells=1703
export IMPL_drive_gt1_share_pct=9.17
export IMPL_cp_start_kind="input pin"
export IMPL_syn_area_um2=11200
export IMPL_cp_data_arrival_time_ns=11.38
export IMPL_grt_pass1_vias=13021
export IMPL_yosysUniqueCellTypes=95
export IMPL_row_count=82
export IMPL_coreArea_um2=49900
export IMPL_ios=354
export IMPL_slew_limit_headroom_pct=27.1
export IMPL_cts_setup_buffers=0
export IMPL_routed_wl_um=62400
export IMPL_p_switching_w=0.000206
export IMPL_setup_violations_final=0
export IMPL_synth_warnings=1
==> final cells by class <==
cell class	instances	area, µm²
fillers	5639	37000
multi-input cells	1370	9430
repair buffers	239	2250
well taps	672	841
inverters	93	349
diodes	2	5.00
==> critical path: cells and delay by family <==
kind,cells,cell delay (ns)
multiplexers,1,0.68
buffers and inverters,3,1.23
AND-OR/OR-AND,9,2.84
AND/OR/NAND/NOR,4,1.04
adder cells (fa/ha/maj),1,0.39
==> cells by family (layout without fill, tap and decap cells) <==
| group | after synthesis | in the layout | share of synthesized area, % |
|---|---|---|---|
| xor gates and xnor gates | 12 | 12 | 0.942 |
| other | 0 | 2 | 0 |
| muxes | 146 | 146 | 15.3 |
| adders and majority gates | 93 | 93 | 10.6 |
| buffers and inverters | 333 | 332 | 16.0 |
| and+or+nand+nor | 495 | 495 | 20.5 |
| AOI/OAI and AO/OA | 624 | 624 | 36.7 |
==> path summary, 6_finish.rpt <==
kind / start / end / depth (start not counted)
worst max-delay path: Instr_12[26] / ALU_Out[0] / 18
worst min-delay path: Instr_12[10] / Instr_2[10] / 0
==> per-stage QoR <==
step | hold slack (ns) | area (µm²) | utilization [%] | power [W]
after global routing | 10.36 | 12900 | 25.8 | 0.000374
after global placement | 10.36 | 12900 | 25.8 | 0.000342
after floorplan | 10.43 | 11200 | - | 0.000204
after CTS | 10.36 | 12900 | 25.8 | 0.000342
final | 10.36 | 12900 | 25.8 | 0.000347
after detailed placement | 10.36 | 12900 | 25.8 | 0.000340
==> synthesized netlist by cell type (7+ instances only) <==
library cell  count  area [µm²]
nor2_1          161         604
a21oi_1         140         701
nand2_1         140         526
o21ai_0         140         701
buf_4           129         968
ha_1             91        1140
inv_1            90         338
mux2i_1          89         891
clkbuf_1         77         289
nand3_1          63         315
mux2_2           39         439
o211ai_1         37         278
nor3_1           30         150
o21ai_1          26         130
a31oi_1          25         156
a211oi_1         23         173
o22ai_1          23         144
buf_2            19        95.1
a221o_1          17         170
a221oi_1         17         149
o221ai_1         17         149
a21o_1           16         120
a22oi_1          15         113
o31ai_1          15         113
and2_1           14        87.6
nor2b_1          14        87.6
mux4_2           13         293
o21bai_1         13        97.6
buf_1            12        45.0
nand2b_1         12        75.1
o21a_1           11        82.6
and3_1            9        56.3
or3_1             9        56.3
xnor2_1           9        78.8
nor4_1            8        50.1
o2111ai_1         8        70.1
a21boi_0          7        52.6
==> layout by cell type (no fill, tap or decap), types with 26 or more instances in the layout <==
master / n
nand3_1: 63
mux2i_1: 87
buf_4: 55
o21ai_1: 26
o211ai_1: 37
nand2_1: 140
ha_1: 91
clkdlybuf4s50_1: 184
a21oi_1: 140
mux2_2: 39
o21ai_0: 140
inv_1: 90
nor3_1: 29
nor2_1: 159
==> layer usage <==
| layer | track usage, % | wire length, µm |
|---|---|---|
| met1 | 28.1 | 26800 |
| met2 | 30.8 | 27400 |
| met3 | 4.62 | 6450 |
| met4 | 4.71 | 1770 |
| met5 | 0 | 27 |
==> power by group through the flow <==
| stage | clock (W) | sequential (W) | combinational, W |
|---|---|---|---|
| 4_1_cts | 0 | 0 | 0.000342 |
| 5_1_grt | 0 | 0 | 0.000374 |
| 6_report | 0.00000000000270 | 0 | 0.000347 |
Power is estimated from default activity; no workload was simulated.
