File: design.v
`timescale 1ns / 1ps
module stall(
	 input [31:0] Instr_FD,
	 input [31:0] Instr_DE,
	 input [31:0] Instr_EM,
	 input RegWrite_DE,
	 input RegWrite_EM,
	 input RegWrite_MW,
	 output stall
    );
	 parameter 	addu_func 	= 	6'b100001,
						subu_func 	= 	6'b100011,
						add_func 		= 	6'b100000,
						sub_func 		= 	6'b100010,
						and_func 		= 	6'b100100,
						or_func 		= 	6'b100101,
						xor_func 		= 	6'b100110,
						nor_func 		= 	6'b100111,
						sll_func 		= 	6'b000000,
						srl_func 		= 	6'b000010,
						sra_func 		= 	6'b000011,
						sllv_func 	= 	6'b000100,
						srlv_func 	= 	6'b000110,
						srav_func 	= 	6'b000111,
						slt_func 		= 	6'b101010,
						sltu_func 	= 	6'b101011,
						jr_func 		= 	6'b001000,
						jalr_func		=	6'b001001,
						movz_func		=	6'b001010,
						ori 				=	6'b001101,
						lw					=	6'b100011,
						sw					=	6'b101011,
						beq 				=	6'b000100,
						bne 				= 	6'b000101,
						bgtz 			= 	6'b000111,
						blez 			= 	6'b000110,
						lui 				=	6'b001111,
						slti 			= 	6'b001010,
						sltiu		 	= 	6'b001011,
						addi 			= 	6'b001000,
						addiu 			= 	6'b001001,
						andi 			= 	6'b001100,
						xori 			= 	6'b001110,
						j 					=	6'b000010,
						jal 				=	6'b000011,
						lb 				= 	6'b100000,
						lbu 				= 	6'b100100,
						lh 				= 	6'b100001,
						lhu 				= 	6'b100101,
						sb 				= 	6'b101000,
						sh 				= 	6'b101001,
						bgez_rt		=	5'b00001,
						bltz_rt		=	5'b00000;
	 wire [1:0] TuseD_rs, TuseD_rt, TnewE_rt, TnewE_rd, TnewM_rt, TnewM_rd, TnewE_ra, TnewM_ra;
	 wire [4:0] D_rs, D_rt, E_rt, E_rd, M_rt, M_rd;
	 wire [5:0] opD, funcD, opE, funcE, opM, funcM;
	 assign D_rs = Instr_FD[25:21];
	 assign D_rt = Instr_FD[20:16];
	 assign E_rt = Instr_DE[20:16];
	 assign E_rd = Instr_DE[15:11];
	 assign M_rt = Instr_EM[20:16];
	 assign M_rd = Instr_EM[15:11];
	 assign opD = Instr_FD[31:26];
	 assign funcD = Instr_FD[5:0];
	 assign opE = Instr_DE[31:26];
	 assign funcE = Instr_DE[5:0];
	 assign opM = Instr_EM[31:26];
	 assign funcM = Instr_EM[5:0];
	 assign TuseD_rs = 	(opD == 6'b000000)?
										(	(funcD ==	addu_func)	?2'b01:
											(funcD == subu_func)	?2'b01:
											(funcD ==	add_func)		?2'b01:
											(funcD == sub_func)		?2'b01:
											(funcD ==	and_func)		?2'b01:
											(funcD == or_func)		?2'b01:
											(funcD ==	xor_func)		?2'b01:
											(funcD == nor_func)		?2'b01:
											(funcD == sll_func)		?2'b11:
											(funcD ==	srl_func)		?2'b11:
											(funcD == sra_func)		?2'b11:
											(funcD == jr_func)		?2'b00:
											(funcD == sllv_func)	?2'b01:
											(funcD ==	srlv_func)	?2'b01:
											(funcD == slt_func)		?2'b01:
											(funcD ==	sltu_func)	?2'b01:
											(funcD == srav_func)	?2'b01:
											(funcD == jalr_func)	?2'b00:
											(funcD == movz_func)	?2'b01:2'b11):
									(opD == ori)							?2'b01:
									(opD == addi)						?2'b01:
									(opD == addiu)						?2'b01:
									(opD == andi)						?2'b01:
									(opD == xori)						?2'b01:
									(opD == slti)						?2'b01:
									(opD == sltiu)						?2'b01:
									(opD == lw)							?2'b01:
									(opD == lb)							?2'b01:
									(opD == lbu)							?2'b01:
									(opD == lh)							?2'b01:
									(opD == lhu)							?2'b01:
									(opD == sw)							?2'b01:
									(opD == sh)							?2'b01:
									(opD == sb)							?2'b01:
									(opD == beq)							?2'b00:
									(opD == bne)							?2'b00:
									(opD == bgtz)						?2'b00:
									(opD == blez)						?2'b00:
									(opD == lui)							?2'b01:
									(opD == 6'b000001)?
										(D_rt==bgez_rt)				?2'b00:
										(D_rt==bltz_rt)				?2'b00:2'b11:2'b11;
	 assign TuseD_rt = 	(opD == 6'b000000)?
										(	(funcD ==	addu_func)	?2'b01:
											(funcD == subu_func)	?2'b01:
											(funcD ==	add_func)		?2'b01:
											(funcD == sub_func)		?2'b01:
											(funcD ==	and_func)		?2'b01:
											(funcD == or_func)		?2'b01:
											(funcD ==	xor_func)		?2'b01:
											(funcD == nor_func)		?2'b01:
											(funcD == sll_func)		?2'b01:
											(funcD ==	srl_func)		?2'b01:
											(funcD == sra_func)		?2'b01:
											(funcD == sllv_func)	?2'b01:
											(funcD ==	srlv_func)	?2'b01:
											(funcD == srav_func)	?2'b01:
											(funcD == slt_func)		?2'b01:
											(funcD ==	sltu_func)	?2'b01:
											(funcD == jalr_func)	?2'b11:
											(funcD == movz_func)	?2'b00:2'b11):
									(opD == ori)							?2'b11:
									(opD == addi)						?2'b11:
									(opD == addiu)						?2'b11:
									(opD == andi)						?2'b11:
									(opD == xori)						?2'b11:
									(opD == slti)						?2'b11:
									(opD == sltiu)						?2'b11:
									(opD == lw)							?2'b11:
									(opD == lb)							?2'b11:
									(opD == lbu)							?2'b11:
									(opD == lh)							?2'b11:
									(opD == lhu)							?2'b11:
									(opD == sw)							?2'b10:
									(opD == sh)							?2'b10:
									(opD == sb)							?2'b10:
									(opD == beq)							?2'b00:
									(opD == bne)							?2'b00:
									(opD == bgtz)						?2'b11:
									(opD == blez)						?2'b11:
									(opD == lui)							?2'b11:2'b11; 
	 assign TnewE_rt = 	(opE == 6'b000000)?
										(	(funcE ==	addu_func)	?2'b00:
											(funcE == subu_func)	?2'b00:
											(funcE ==	add_func)		?2'b00:
											(funcE == sub_func)		?2'b00:
											(funcE ==	and_func)		?2'b00:
											(funcE == or_func)		?2'b00:
											(funcE ==	xor_func)		?2'b00:
											(funcE == nor_func)		?2'b00:
											(funcE == sll_func)		?2'b00:
											(funcE ==	srl_func)		?2'b00:
											(funcE == sra_func)		?2'b00:
											(funcE == sllv_func)	?2'b00:
											(funcE ==	srlv_func)	?2'b00:
											(funcE == srav_func)	?2'b00:
											(funcE ==	slt_func)		?2'b00:
											(funcE == sltu_func)	?2'b00:
											(funcE == jalr_func)	?2'b00:
											(funcE == movz_func)	?2'b00:2'b00):
									(opE == ori)							?2'b01:
									(opE == addi)						?2'b01:
									(opE == addiu)						?2'b01:
									(opE == andi)						?2'b01:
									(opE == xori)						?2'b01:
									(opE == slti)						?2'b01:
									(opE == sltiu)						?2'b01:
									(opE == lw)							?2'b10:
									(opE == lb)							?2'b10:
									(opE == lbu)							?2'b10:
									(opE == lh)							?2'b10:
									(opE == lhu)							?2'b10:
									(opE == sw)							?2'b00:
									(opE == sh)							?2'b00:
									(opE == sb)							?2'b00:
									(opE == beq)							?2'b00:
									(opE == lui)							?2'b01:2'b00; 
	 assign TnewE_rd = 	(opE == 6'b000000)?
										(	(funcE ==	addu_func)	?2'b01:
											(funcE == subu_func)	?2'b01:
											(funcE ==	add_func)		?2'b01:
											(funcE == sub_func)		?2'b01:
											(funcE ==	and_func)		?2'b01:
											(funcE == or_func)		?2'b01:
											(funcE ==	xor_func)		?2'b01:
											(funcE == nor_func)		?2'b01:
											(funcE == sll_func)		?2'b01:
											(funcE ==	srl_func)		?2'b01:
											(funcE == sra_func)		?2'b01:
											(funcE == sllv_func)	?2'b01:
											(funcE ==	srlv_func)	?2'b01:
											(funcE == srav_func)	?2'b01:
											(funcE ==	slt_func)		?2'b01:
											(funcE == sltu_func)	?2'b01:
											(funcE == jalr_func)	?2'b10:
											(funcE == movz_func)	?2'b01:2'b00):
									(opE == ori)							?2'b00:
									(opE == addi)						?2'b00:
									(opE == addiu)						?2'b00:
									(opE == andi)						?2'b00:
									(opE == xori)						?2'b00:
									(opE == slti)						?2'b00:
									(opE == sltiu)						?2'b00:
									(opE == lw)							?2'b00:
									(opE == lb)							?2'b00:
									(opE == lbu)							?2'b00:
									(opE == lh)							?2'b00:
									(opE == lhu)							?2'b00:
									(opE == sw)							?2'b00:
									(opE == sh)							?2'b00:
									(opE == sb)							?2'b00:
									(opE == beq)							?2'b00:
									(opE == lui)							?2'b00:2'b00; 
	 assign TnewM_rt = 	(opM == 6'b000000)?
										(	(funcM ==	addu_func)	?2'b00:
											(funcM == subu_func)	?2'b00:
											(funcM ==	add_func)		?2'b00:
											(funcM == sub_func)		?2'b00:
											(funcM ==	and_func)		?2'b00:
											(funcM == or_func)		?2'b00:
											(funcM ==	xor_func)		?2'b00:
											(funcM == nor_func)		?2'b00:
											(funcM == sll_func)		?2'b00:
											(funcM ==	srl_func)		?2'b00:
											(funcM == sra_func)		?2'b00:
											(funcM == sllv_func)	?2'b00:
											(funcM ==	srlv_func)	?2'b00:
											(funcM == srav_func)	?2'b00:
											(funcM ==	slt_func)		?2'b00:
											(funcM == sltu_func)	?2'b00:
											(funcM == jalr_func)	?2'b00:
											(funcM == movz_func)	?2'b00:2'b00):
									(opM == ori)							?2'b00:
									(opM == addi)						?2'b00:
									(opM == addiu)						?2'b00:
									(opM == andi)						?2'b00:
									(opM == xori)						?2'b00:
									(opM == slti)						?2'b00:
									(opM == sltiu)						?2'b00:
									(opM == lw)							?2'b01:
									(opM == lb)							?2'b01:
									(opM == lbu)							?2'b01:
									(opM == lh)							?2'b01:
									(opM == lhu)							?2'b01:
									(opM == sw)							?2'b00:
									(opM == sh)							?2'b00:
									(opM == sb)							?2'b00:
									(opM == beq)							?2'b00:
									(opM == lui)							?2'b00:2'b00; 
	 assign TnewM_rd = 	(opM == 6'b000000 && funcM == jalr_func)?2'b01:2'b00;
	 assign TnewE_ra = (opE == jal)?2'b10:2'b00;
	 assign TnewM_ra = (opM == jal)?2'b01:2'b00;
	 assign stall = 		((D_rs==E_rt)?(TuseD_rs<TnewE_rt):1'b0)
								||	((D_rs==E_rd)?(TuseD_rs<TnewE_rd):1'b0)
								||	((D_rs==M_rt)?(TuseD_rs<TnewM_rt):1'b0)
								||	((D_rs==M_rd)?(TuseD_rs<TnewM_rd):1'b0)
								||	((D_rt==E_rt)?(TuseD_rt<TnewE_rt):1'b0)
								||	((D_rt==E_rd)?(TuseD_rt<TnewE_rd):1'b0)
								||	((D_rt==M_rt)?(TuseD_rt<TnewM_rt):1'b0)
								||	((D_rt==M_rd)?(TuseD_rt<TnewM_rd):1'b0)
								||	((D_rs==5'h1f)?(TuseD_rs<TnewE_ra):1'b0)
								||	((D_rt==5'h1f)?(TuseD_rt<TnewE_ra):1'b0)
								||	((D_rs==5'h1f)?(TuseD_rs<TnewM_ra):1'b0)
								||	((D_rt==5'h1f)?(TuseD_rt<TnewM_ra):1'b0);
endmodule
File: run.sh
#!/bin/bash
# OpenROAD 26Q1-2900-gdf79404cd8, Yosys 0.63+post, stock flow scripts
make -C /OpenROAD-flow-scripts/flow DESIGN_CONFIG=/design/flow/config.mk WORK_HOME=/design/flow/orfs finish
File: config.mk
export PLATFORM = sky130hd
export DESIGN_NAME = stall
export DESIGN_NICKNAME = stall
export VERILOG_FILES = /design/flow/design.v
export SDC_FILE = /design/flow/constraint.sdc
export NUM_CORES = 4
export LEC_CHECK = 1
export CORE_AREA = 10 10 85 85
export DIE_AREA = 0 0 95 95
File: constraint.sdc
current_design stall

set clk_period 2.8
set clk_io_pct 0.2

create_clock -name clk0 -period $clk_period

set non_clock_inputs [all_inputs -no_clocks]
set_input_delay [expr $clk_period * $clk_io_pct] -clock clk0 $non_clock_inputs
set_output_delay [expr $clk_period * $clk_io_pct] -clock clk0 [all_outputs]
==> commit_impl_results.txt <==
Record implementation results from latest flow run

- Yosys reports that the most numerous cell types are xnor2_1 (20), xor2_1 (20), o21ai_0 (10), clkbuf_1 (9), nand3_1 (9).
- Based on the critical path, the design can be clocked at up to around 360 MHz.
- DRT antenna net count: 0
- Averaged over all synthesized cells, the footprint is a little under 7 µm².
* Logic pwr share: 100.0%
- Leakage dissipation: 0.9435 nW
- The run reported a max-capacitance violation count of 0.
- Max-slew check failures listed in the final report amount to 0.
- Yosys Warn Count: 0
- The core region is approximately 5500 µm².
- Synth cell types: 38
- Measured against its own limit, the worst slew margin works out to slightly below 80%.
* Synth area leader: xnor2_1
- Slowest cell delay on critical path: approximately 0.54 ns
- Setup repair after global routing could not meet its margin everywhere.
- Required time of the worst setup path: ~2.2 ns
- The most critical setup path has its startpoint at Instr_FD[5].
- Tot Pwr: approximately 0.28 mW
- Slack of the critical path: -0.005085 ns
- Critical-path cell with the highest stage delay: or4b_4
- Ranked by total cell area, the synthesized netlist is headed by xnor2_1 (18%), xor2_1 (18%), o21ai_0 (5.0%).
* Cell-internal power: about 0.17 mW
* Net switching power: around 0.11 mW
- Seq_cells: 0
- By startpoint and endpoint, the worst setup path is classified as in2out.
* Final critical-path share of the clock period: 100.2%
- Y dimension of the die: 95 µm
- Together, buffers and inverters on the worst path number 3.
- Summed over all nets, the half-perimeter wirelength after detailed placement is ~3700 µm.
- Per the detail_route report, routed wire per instance is approximately 13 µm.
* GRT Total Usage: under 10%
- Residual DRC: 0
* I/O pin total: approximately 100
- On the critical path the data arrives at between 2 and 2.5 ns.
- Final weighted congestion in routability-driven placement: between 0.8 and 0.9
- Vias in the first global route: approximately 1600
- The final reports fail on negative setup slack.
- STA lists the maximum fanout along the critical path as 3.
* Clk_buf instances: 0
* Pre-placement core utilization: between 10% and 20%
* Startpoint of the worst hold path: Instr_FD[30]
- Post-synthesis cell count from yosys: 148
- The layout summary lists the proportion of cells stronger than drive strength 1 as 39.25%.
* Area of the chip: 9025 µm²
* Min Hold Slack: roughly 1.6 ns
- Final Critical Period: roughly 2.8 ns
- Layout overhead on the synthesized area: 137.1%
* Outcome: finished, violations left
- Count of mapped cells out of synthesis: about 150
* Power per Cell Area: ~120 nW/µm²
* Die W: about 95 µm
- Number of vias in the routed layout: ~1500
- In the Yosys report, the sequential cells make up 0% of the chip area.
* Cell Rows: 27
- Dividing the detail-routed via count by the number of cells gives roughly 4.4.
* Synthesized chip area reported by yosys: roughly 990 µm²
- Cell area after synthesis: around 1000 µm²
- CP Cell Sequence: clkdlybuf4s15_1 -> or4b_4 -> nor3b_4 -> a211oi_2 -> buf_4 -> o21ai_1 -> nand2_1 -> o2111ai_1 -> buf_2
- Min-delay worst type: in2out
- Detailed-route iteration 0 reported a violation count of 32.
- Clock network fraction of design power: 0%
- The global route stage reports its total congestion overflow as 0.
* Max VDD drop: slightly below 80 µV
- Tool Warnings: 67
- The detailed router reported a total wirelength of roughly 4400 µm.
- The first global-routing pass estimated about 7500 µm of wire.
- The layout report lists the combined flip-flop and latch area as 0 µm².
* Critical Path Sink Type: primary output
- Relative contribution of sequential cells to total power: 0%
* Actual transition at the worst max-transition pin: ~0.32 ns
- Worst path top cell family by delay: simple AND/OR/NAND/NOR gates
* Count of antenna diodes in the layout: 0
- Number of endpoints failing setup at the final stage: 1
- Entering global routing, the biggest net connects 8 pins.
* Worst Setup Start Kind: input pin
- Count of buffers inserted at the top-level ports: 67
- The script computed the net switching share of total power as approximately two fifths.
- Detailed-routing iteration count for the pre-antenna-repair pass: 4
* Antenna violations before repair: 0
* Area share of the largest cell type after synthesis: between 10% and 20%
* Post-CTS Hold Buffers: 0
- In the final report, the number of hold violations comes to 0.
-- placed cells by master (no fill, tap or decap), drive strengths merged, types with 7 or more instances in the layout --
| master | synthesis | final |
|---|---|---|
| nor2 | 8 | 8 |
| clkdlybuf4s50 | 0 | 40 |
| nand3 | 9 | 9 |
| xnor2 | 20 | 20 |
| nor3 | 8 | 8 |
| xor2 | 20 | 20 |
| buf | 1 | 67 |
| o21ai | 10 | 10 |
| nor4 | 7 | 7 |
| dlygate4sd2 | 0 | 12 |
-- tightest hold or removal path, cell delays in order --
cell,delay (ns)
buf_6,0.07
buf_4,0.10
a221oi_2,0.03
o21ai_1,0.08
o2111ai_1,0.10
buf_2,0.13
-- area by class of cell --
type	instances	area [µm²]
Multi-Input combinational cell	133	1157
Timing Repair Buffer	127	1092
Inverter	5	18.77
Tap cell	72	90.09
Fill cell	545	3114
-- metrics by stage --
step | TNS (ns) | utilization, % | instance area [µm²] | setup slack [ns] | cells
2_1_floorplan | 0 | - | 994.7 | 0.3133 | 148
3_3_place_gp | -0.7536 | 38.66 | 2116 | -0.7536 | 330
3_5_place_dp | -0.8177 | 38.66 | 2116 | -0.8177 | 330
4_1_cts | -0.008821 | 41.47 | 2270 | -0.008821 | 334
5_1_grt | -0.09605 | 43.10 | 2359 | -0.09605 | 337
6_report | -0.005085 | 43.10 | 2359 | -0.005085 | 337
-- power groups by stage --
stage	Sequential (mW)	Clock (mW)	Combinational (mW)
CTS	0	0	0.274
global route	0	0	0.309
finish	0	0	0.284
-- cell families (layout without fill, tap and decap cells) --
family / after synthesis / in the layout / share of synthesized area (%)
and+or+nand+nor: 63 / 63 / 36.73
AOI/OAI and AO/OA: 28 / 28 / 19.88
xor gates and xnor gates: 40 / 40 / 35.22
adders and majority gates: 2 / 2 / 2.515
buffers and inverters: 15 / 132 / 5.660
-- layer usage --
| layer | track usage (%) | part of all wire (%) | vias to the layer above |
|---|---|---|---|
| li1 | - | - | 780 |
| met1 | 14.18 | 48 | 663 |
| met2 | 15.33 | 44 | 40 |
| met3 | 2.644 | 7.7 | 0 |
| met4 | 0 | 0 | 0 |
| met5 | 0 | 0 | - |
-- timing repair --
item                                    4_1_cts  5_1_grt
cloned                                        0        0
pin swaps                                    24       15
resized                                      81       24
buffers inserted                              4        3
endpoints found under the setup margin        1        1
-- worst paths after layout --
check | slack [ns] | depth (start not counted) | end
min | 1.64 | 6 | stall
max | -0.005 | 9 | stall
Power and IR drop assume default switching activity.
