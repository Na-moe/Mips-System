## ./design.v

```verilog
`timescale 1ns / 1ps
module forward(
	  input [31:0] Instr_FD,
	  input [31:0] Instr_DE,
	  input [31:0] Instr_EM,
	  input [31:0] Instr_MW,
	  input RegWrite_EM,
	  input RegWrite_MW,
	  output forwardMD1,
	  output forwardMD2,
	  output forwardME1,
	  output forwardME2,
	  output forwardWD1,
	  output forwardWD2,
	  output forwardWE1,
	  output forwardWE2,
	  output forwardWM
    );
	 parameter 	addu_func 	= 	6'b100001,
						subu_func 	= 	6'b100011,
						jr_func 		= 	6'b001000,
						jalr_func		=	6'b001001,
						movz_func 	=	6'b001010,
						add_func 		= 	6'b100000,
						sub_func 		= 	6'b100010,
						and_func 		= 	6'b100100,
						or_func 		= 	6'b100101,
						xor_func 		= 	6'b100110,
						nor_func 		= 	6'b100111,
						sll_func 		= 	6'b000000,
						srl_func 		= 	6'b000010,
						sra_func 		= 	6'b000011,
						sllv_func 	= 	6'b000100,
						srlv_func 	= 	6'b000110,
						srav_func 	= 	6'b000111,
						slt_func 		= 	6'b101010,
						sltu_func 	= 	6'b101011,
						ori 				=	6'b001101,
						lw					=	6'b100011,
						sw					=	6'b101011,
						beq 				=	6'b000100,
						bne 				= 	6'b000101,
						bgtz 			= 	6'b000111,
						blez 			= 	6'b000110,
						lui 				=	6'b001111,
						slti 			= 	6'b001010,
						sltiu		 	= 	6'b001011,
						addi 			= 	6'b001000,
						addiu 			= 	6'b001001,
						andi 			= 	6'b001100,
						xori 			= 	6'b001110,
						j 					=	6'b000010,
						jal 				=	6'b000011,
						lb 				= 	6'b100000,
						lbu 				= 	6'b100100,
						lh 				= 	6'b100001,
						lhu 				= 	6'b100101,
						sb 				= 	6'b101000,
						sh 				= 	6'b101001;
	 wire [4:0] EM_Write, MW_Write;
	 assign EM_Write = 	(Instr_EM[31:26] == 6'b000000)?
										(	(Instr_EM[5:0] ==	addu_func)	?Instr_EM[15:11]:
											(Instr_EM[5:0] == subu_func)	?Instr_EM[15:11]:
											(Instr_EM[5:0] ==	add_func)		?Instr_EM[15:11]:
											(Instr_EM[5:0] == sub_func)	?Instr_EM[15:11]:
											(Instr_EM[5:0] == and_func)	?Instr_EM[15:11]:
											(Instr_EM[5:0] == or_func)		?Instr_EM[15:11]:
											(Instr_EM[5:0] == xor_func)	?Instr_EM[15:11]:
											(Instr_EM[5:0] == nor_func)	?Instr_EM[15:11]:
											(Instr_EM[5:0] == sll_func)	?Instr_EM[15:11]:
											(Instr_EM[5:0] == srl_func)	?Instr_EM[15:11]:
											(Instr_EM[5:0] == sra_func)	?Instr_EM[15:11]:
											(Instr_EM[5:0] == sllv_func)	?Instr_EM[15:11]:
											(Instr_EM[5:0] == srlv_func)	?Instr_EM[15:11]:
											(Instr_EM[5:0] == srav_func)	?Instr_EM[15:11]:
											(Instr_EM[5:0] == slt_func)	?Instr_EM[15:11]:
											(Instr_EM[5:0] == sltu_func)	?Instr_EM[15:11]:
											(Instr_EM[5:0] == jr_func)		?5'h0:
											(Instr_EM[5:0] == jalr_func)	?5'h0:
											(Instr_EM[5:0] == movz_func)  ?((RegWrite_EM)?Instr_EM[15:11]:5'h0)
																								:5'h0):
									(Instr_EM[31:26] == ori)						?Instr_EM[20:16]:
									(Instr_EM[31:26] == addi)						?Instr_EM[20:16]:
									(Instr_EM[31:26] == addiu)						?Instr_EM[20:16]:
									(Instr_EM[31:26] == andi)						?Instr_EM[20:16]:
									(Instr_EM[31:26] == xori)						?Instr_EM[20:16]:
									(Instr_EM[31:26] == slti)						?Instr_EM[20:16]:
									(Instr_EM[31:26] == sltiu)						?Instr_EM[20:16]:
									(Instr_EM[31:26] == lw)							?5'h0:
									(Instr_EM[31:26] == lb)							?5'h0:
									(Instr_EM[31:26] == lbu)						?5'h0:
									(Instr_EM[31:26] == lh)							?5'h0:
									(Instr_EM[31:26] == lhu)						?5'h0:
									(Instr_EM[31:26] == sw)							?5'h0:
									(Instr_EM[31:26] == sh)							?5'h0:
									(Instr_EM[31:26] == sb)							?5'h0:
									(Instr_EM[31:26] == beq)						?5'h0:
									(Instr_EM[31:26] == bne)						?5'h0:
									(Instr_EM[31:26] == bgtz)						?5'h0:
									(Instr_EM[31:26] == blez)						?5'h0:
									(Instr_EM[31:26] == lui)						?Instr_EM[20:16]:
									(Instr_EM[31:26] == j)							?5'h0:
									(Instr_EM[31:26] == jal)						?5'h0:5'h0; 
	 assign MW_Write = 	(Instr_MW[31:26] == 6'b000000)?
										(	(Instr_MW[5:0] ==	addu_func)	?Instr_MW[15:11]:
											(Instr_MW[5:0] == subu_func)	?Instr_MW[15:11]:
											(Instr_EM[5:0] ==	add_func)		?Instr_MW[15:11]:
											(Instr_EM[5:0] == sub_func)	?Instr_MW[15:11]:
											(Instr_EM[5:0] == and_func)	?Instr_MW[15:11]:
											(Instr_EM[5:0] == or_func)		?Instr_MW[15:11]:
											(Instr_EM[5:0] == xor_func)	?Instr_MW[15:11]:
											(Instr_EM[5:0] == nor_func)	?Instr_MW[15:11]:
											(Instr_EM[5:0] == sll_func)	?Instr_MW[15:11]:
											(Instr_EM[5:0] == srl_func)	?Instr_MW[15:11]:
											(Instr_EM[5:0] == sra_func)	?Instr_MW[15:11]:
											(Instr_EM[5:0] == sllv_func)	?Instr_MW[15:11]:
											(Instr_EM[5:0] == srlv_func)	?Instr_MW[15:11]:
											(Instr_EM[5:0] == srav_func)	?Instr_MW[15:11]:
											(Instr_EM[5:0] == slt_func)	?Instr_MW[15:11]:
											(Instr_EM[5:0] == sltu_func)	?Instr_MW[15:11]:
											(Instr_MW[5:0] == jr_func)		?5'h0:
											(Instr_MW[5:0] == jr_func)		?Instr_MW[15:11]:
											(Instr_MW[5:0] == movz_func)  ?((RegWrite_MW)?Instr_MW[15:11]:5'h0)
																								:5'h0):
									(Instr_MW[31:26] == ori)						?Instr_MW[20:16]:
									(Instr_MW[31:26] == addi)						?Instr_MW[20:16]:
									(Instr_MW[31:26] == addiu)						?Instr_MW[20:16]:
									(Instr_MW[31:26] == andi)						?Instr_MW[20:16]:
									(Instr_MW[31:26] == xori)						?Instr_MW[20:16]:
									(Instr_MW[31:26] == slti)						?Instr_MW[20:16]:
									(Instr_MW[31:26] == sltiu)						?Instr_MW[20:16]:
									(Instr_MW[31:26] == lw)							?Instr_MW[20:16]:
									(Instr_MW[31:26] == lb)							?Instr_MW[20:16]:
									(Instr_MW[31:26] == lbu)						?Instr_MW[20:16]:
									(Instr_MW[31:26] == lh)							?Instr_MW[20:16]:
									(Instr_MW[31:26] == lhu)						?Instr_MW[20:16]:
									(Instr_MW[31:26] == sw)							?5'h0:
									(Instr_EM[31:26] == sh)							?5'h0:
									(Instr_EM[31:26] == sb)							?5'h0:
									(Instr_MW[31:26] == beq)						?5'h0:
									(Instr_EM[31:26] == bne)						?5'h0:
									(Instr_EM[31:26] == bgtz)						?5'h0:
									(Instr_EM[31:26] == blez)						?5'h0:
									(Instr_MW[31:26] == lui)						?Instr_MW[20:16]:
									(Instr_MW[31:26] == j)							?5'h0:
									(Instr_MW[31:26] == jal)						?5'h1f:5'h0; 
	 assign forwardMD1 	= 		((EM_Write==Instr_FD[25:21]) && EM_Write!=5'h0);
	 assign forwardMD2 	= 		((EM_Write==Instr_FD[20:16]) && EM_Write!=5'h0);
	 assign forwardME1 	= 		((EM_Write==Instr_DE[25:21]) && EM_Write!=5'h0);
	 assign forwardME2 	= 		((EM_Write==Instr_DE[20:16]) && EM_Write!=5'h0);
	 assign forwardWD1 	= 		((MW_Write==Instr_FD[25:21]) && MW_Write!=5'h0);
	 assign forwardWD2 	= 		((MW_Write==Instr_FD[20:16]) && MW_Write!=5'h0);
	 assign forwardWE1 	= 		((MW_Write==Instr_DE[25:21]) && MW_Write!=5'h0);
	 assign forwardWE2 	= 		((MW_Write==Instr_DE[20:16]) && MW_Write!=5'h0);
	 assign forwardWM 	= 		((MW_Write==Instr_EM[20:16]) && MW_Write!=5'h0);
endmodule
```

## ./config.mk

```make
export PLATFORM = sky130hd
export DESIGN_NAME = forward
export DESIGN_NICKNAME = forward
export VERILOG_FILES = /design/flow/design.v
export SDC_FILE = /design/flow/constraint.sdc
export NUM_CORES = 4
export LEC_CHECK = 1
export CORE_AREA = 10 10 83 83
export DIE_AREA = 0 0 93 93
```

## ./run.sh

```bash
#!/bin/bash
# OpenROAD 26Q1-2900-gdf79404cd8, Yosys 0.63+post, stock flow scripts
make -C /OpenROAD-flow-scripts/flow DESIGN_CONFIG=/design/flow/config.mk WORK_HOME=/design/flow/orfs finish
```

## ./constraint.sdc

```tcl
current_design forward

set clk_period 3.9
set clk_io_pct 0.2

create_clock -name clk0 -period $clk_period

set non_clock_inputs [all_inputs -no_clocks]
set_input_delay [expr $clk_period * $clk_io_pct] -clock clk0 $non_clock_inputs
set_output_delay [expr $clk_period * $clk_io_pct] -clock clk0 [all_outputs]
```

==> qor.yml <==
status: "complete, no violations"
num_rows: 26
synth_area_sq_um: 1049
grt_usage: 0.09321
io_buffers: 75
top_usage_layer: "met2"
layout-drive-gt1-share: 0.4191
fin_crit_ps: 3769
grt_pass1_wl_microns: 6803
cpPeakStageDelay_ps: 540
max_freq_mhz: 265.3
area_delta_synth_final_pct: 135.7
grt_antenna_before_repair: 0
fp-utilization: 0.2040
crit_type: "primary input to primary output"
rsz0062_at_grt: "no"
place_congestion: 0.8412
vias: 1371
crit_arrival_ps: 2990
slew_headroom: 0.6237
min-delay-path-class: "primary input to primary output"
clkbuf_count: 0
grt_util_met3: 0.02585
hold_slack_ps: 2359
drtIter0Drc: 28
use_met1: 0.1168
syn_area_per_cell_sq_um: 8.665
crit_chain: "clkdlybuf4s50_1 > or4_4 > a21oi_4 > a22o_4 > buf_6 > buf_6 > xnor2_2 > nand3_1 > nor4_2 > buf_2"
ant_nets: 0
core_sq_um: 5140
die_x_microns: 93
dieArea_sq_um: 8649
hold_viol: 0
cp-end-kind: "primary output"
setup_viol: 0
required_ps: 3120
layout_top_cell: "clkdlybuf4s50_1"
maxCapViolCount: 0
post-dp-hpwl_microns: 3637
final_cell_mix: "clkdlybuf4s50_1 (51), buf_4 (30), xnor2_1 (29), buf_6 (14), xor2_1 (13)"
whs_path_depth: 4
fin_tns_setup_ps: 0
grt_max_degree: 7
crit_top_cell: "buf_6"
start_kind: "primary input"
grt_remaining_overflow: 0
drc_errors: 0
total_leakage_power_nw: 0.9880
use_met2: 0.1618
antenna_cells_inserted: 0
slowest_stage: "or4_4"
crit_fanout: 5
worst_pin_slew_ps: 561.9
yosys_area_sq_um: 1049
power.density_nw_per_um2: 107.7
yosys_cells: 121
log.warning_count: 96
yosysUniqueCellTypes: 37
routed_wl_microns: 4204
grt_pass1_vias: 1455
crit_start: "Instr_EM[27]"
yosysSeqAreaShare: 0
seq_cell_count: 0
io_pins: 139
period_used_share: 0.9663
seqCellArea_sq_um: 0
drt-vias-per-instance: 4.408
die_h_microns: 93
hp-start: "Instr_DE[23]"
syn_inst: 121
ir_drop_mv: 0.04734
dr.pass1.iters: 4
whs_endpoint: "forwardWE1"
final_max_slew_viol_count: 0
yosysWarnings: 0
wl_per_cell_microns: 13.52
cell type report:
class | instances | area [sq um]
multi-input cells | 119 | 1247
fillers | 507 | 2669
inverters | 1 | 3.754
well taps | 70 | 87.58
repair buffers | 121 | 1132
worst max-delay path by stage:
| stage | slack [ps] | end | cells after the start |
|---|---|---|---|
| global route | 20 | forwardMD2 | 10 |
| finish | 130 | forwardMD2 | 10 |
| CTS | 10 | forwardWE1 | 12 |
synth_stat cells, types with 2 or more instances:
cell,n,area share
xnor2_1,34,0.28
nor4b_1,3,0.025
a22o_2,5,0.048
nor2_1,7,0.025
nand3_1,9,0.043
xor2_1,13,0.11
or3_1,2,0.012
nand2_1,3,0.011
nor3b_1,2,0.014
a31oi_1,2,0.012
nor2b_1,2,0.012
a31oi_4,2,0.041
o2bb2ai_2,4,0.057
nor4bb_1,2,0.019
nor4_2,9,0.11
logic make-up after synthesis:
group	after synthesis	synth area share
AOI/OAI and AO/OA	21	0.2220
xor gates and xnor gates	47	0.3926
buffers and inverters	2	0.008345
and+or+nand+nor	50	0.3664
muxes	1	0.01074
through the flow:
step	util	area [sq um]	instances	setup slack (ps)	total power [mW]
2_1_floorplan	-	1049	121	712.8	0.1025
3_3_place_gp	0.4085	2100	294	-455.4	0.2305
3_5_place_dp	0.4085	2100	294	-444.6	0.2314
4_1_cts	0.4625	2377	309	10.74	0.2580
5_1_grt	0.4808	2471	311	19.33	0.2858
6_report	0.4808	2471	311	131.3	0.2660
power breakdown:
part,switching (mW),internal (mW)
Sequential,0,0
Combinational,0.105,0.161
Clock,0,0
metal layers:
layer	routed length, microns	vias to the layer above	share of wire
li1	-	700	-
met1	1850	617	0.44
met2	2013	54	0.48
met3	339	0	0.081
met4	0	0	0
met5	0	-	0
what timing repair did:
action / CTS / global route
hold buffers: 0 / 0
gates resized: 72 / 20
setup buffers: 19 / 2
pin swaps: 27 / 12
endpoints found under the setup margin: 9 / 9
worst max-delay path: cells and delay by family:
family	cells	cell delay, ps
buf+inv	4	780
xor+xnor	1	100
compound gates	2	430
simple gates	3	900
Power and IR drop assume default switching activity.
